==> design/flow/design.v <==
`timescale 1ns / 100ps
module counter(
  input rst,	 
  input enb,	 
  input dir,	 
  input clk,	 
  output reg [7:0] count	 
    );
  always @ (posedge clk)
  begin
  if (rst)
    begin
    count<=0;
    end
  else
    begin
    if (enb)
      begin
      if (dir)
        begin
        count <= count +1;
        end
      else
        begin
        count <= count -1;
        end
      end
    else
      begin
      count <= count;
      end
    end
  end	
endmodule
==> design/flow/run.sh <==
#!/bin/bash
# OpenROAD 26Q1-2900-gdf79404cd8, Yosys 0.63+post, stock flow scripts
make -C /OpenROAD-flow-scripts/flow DESIGN_CONFIG=/design/flow/config.mk WORK_HOME=/design/flow/orfs finish
==> design/flow/config.mk <==
export PLATFORM = sky130hd
export DESIGN_NAME = counter
export DESIGN_NICKNAME = counter
export VERILOG_FILES = /design/flow/design.v
export SDC_FILE = /design/flow/constraint.sdc
export NUM_CORES = 4
export LEC_CHECK = 1
export CORE_AREA = 10 10 79 79
export DIE_AREA = 0 0 89 89
==> design/flow/constraint.sdc <==
current_design counter

set clk_period 4.4
set clk_io_pct 0.2

create_clock -name clk0 -period $clk_period [get_ports {clk}]

set non_clock_inputs [all_inputs -no_clocks]
set_input_delay [expr $clk_period * $clk_io_pct] -clock clk0 $non_clock_inputs
set_output_delay [expr $clk_period * $clk_io_pct] -clock clk0 [all_outputs]
==> impl.org <==
#+TITLE: Physical design notes

** Final layout
- count holds more flip-flops than any other register.
- The registers reported with the highest flop counts are count (8).
- Per the final layout report, the fraction of cells sized above drive strength 1 comes to 0.104.
- Combined area of the multi-input logic cells :: 394 um2
- The register with the most flip-flops in the layout has 8 of them.
- Register area :: 160 um2
- Fill cells :: 502
- Layout overhead on the synthesized area :: 36.8%

** Critical path
- Sort of element at the start of the critical path :: input port
- Listed in order, past its start point the critical path passes clkdlybuf4s50_1 > inv_1 > ha_1 > a21oi_2 > o21ai_1 > a21oi_2 > mux2i_1 > mux2_1.
- By startpoint and endpoint, the worst setup path is classified as in -> reg.
- The cell family contributing the most delay on the critical path is buffers and inverters.
- CP required :: 4.51 ns
- Worst Path Max Fanout :: 8
- Count of buffering cells on the critical path with inverters included :: 2
- STA classifies the critical path endpoint as a flip-flop.
- Data arrives at the worst endpoint at 2.91 ns.
- For this design, the slowest cell found on the critical path is sky130_fd_sc_hd__clkdlybuf4s50_1.
- Cell repeated most along the worst path :: sky130_fd_sc_hd__a21oi_2
- Per STA, the highest per-stage delay on the worst path measures 0.48 ns.

** STA
- Looking at the max-slew report, the worst-margin pin has a slew of 0.558 ns.
- Tcrit/Tclk final :: 0.635
- Final tally of setup violations :: 0
- Across all checked pins, the minimum headroom to the slew limit is 0.627.
- In this build the clock could be raised as far as 358 MHz.
- For reference, the final report shows the max-slew violation count at 0.
- Setup repair after global routing left no endpoint under its margin.
- Skew final :: 0.00175 ns
- The smallest clock period supported by the final layout is computed as 2.80 ns.
- Final tally of hold violations :: 0
- For the final routed database, the setup TNS stands at 0 ns.

** Synthesis
- Count of mapped cells out of synthesis :: 65
- The commonest register cell is sky130_fd_sc_hd__dfxtp_1.
- Yosys reports that the most numerous cell types are 8 x sky130_fd_sc_hd__dfxtp_1, 8 x sky130_fd_sc_hd__nor2_1, 7 x sky130_fd_sc_hd__nand2_1.
- Cell type contributing the most total cell area after synthesis :: sky130_fd_sc_hd__dfxtp_1
- Count of yosys warnings during synthesis :: 1
- Summing every instance area after synthesis gives 571 um2.
- Yosys top cell area share :: 0.281
- After synthesis, the cell types taking the most area are sky130_fd_sc_hd__dfxtp_1 28%, sky130_fd_sc_hd__ha_1 13%, sky130_fd_sc_hd__mux2i_1 7.0%.
- A synthesized cell averages 8.78 um2.
- The synth_stat.txt file lists the number of cells as 65.
- The share of the Yosys chip area taken by registers is 0.281.
- Synthesized chip area reported by yosys :: 571 um2
- The post-synth count of flops with an enable pin is 0.
- In the synthesized netlist the async set-or-reset flop fraction comes to 0.
- After synthesis the netlist holds a flip-flop and latch count of 8.
- Number of distinct library cell variants in the gate-level netlist after synthesis :: 27

** Clocking
- The number of gates resized after CTS was 0.
- Clock-pin slew was measured on the worst setup and hold paths at 0.04 ns.
- Per the CTS log, the root buffer master is sky130_fd_sc_hd__clkbuf_8.
- H-tree depth reported by CTS :: 1
- In this run the deepest clock path goes through 2 buffers.
- Clock tree from TritonCTS :: done
- Per the TritonCTS log, the buffer count is 3.
- The clock net in this run drives a total of 8 sinks.
- Clock latency on the worst-skew pair, taken at its later pin, is 0.23 ns.
- Buffers added to address setup during post-CTS repair amount to 0.
- For this design, the CTS-stage hold fixing added 0 buffers.

** Floorplan
- Row cnt :: 25
- In this run the full chip footprint comes out at 7920 um2.
- Width of the die :: 89 um
- After floorplanning, the core was sized to cover 4660 um2.
- The die is 89 um tall.
- Number of top-level pins :: 12
- FP Util :: 0.122

** Routing
- Number of optimization iterations in the first detailed-route pass :: 3
- TritonRoute reported its final design rule violation total as 0.
- After detailed routing, the total wire length is 1300 um.
- For this run, the detailed router reports a per-instance via density of 3.64.
- The detailed router reports a met2 wire length of 585 um.
- Met3 wirelength from detailed routing :: 77 um
- Antenna diode count :: 0
- Number of routed nets with antenna violations :: 0
- The detailed router put a total of 606 um of wire on met1.
- Summing over every cut layer, the via total after detailed routing is 477.
- After detailed routing, the average wire length per cell comes to 9.89 um.
- The violation tally recorded at the end of detailed-routing iteration 0 is 33.
- Per the detail_route log, the uppermost layer with routed signals is met4.

** Hold path
- The min-delay analysis places its worst path in the category reg -> reg.

** Global routing
- In the global route stage, overall resource usage came out at 0.0319.
- Wire length of the first global-routing pass :: 2040 um
- After global routing the overflow that remains totals 0.
- Vias in the first global route :: 446
- Entering global routing, the biggest net connects 15 pins.
- The initial antenna violation count came to 0.

** Run
- Warnings raised by the tools during the run amount to 25.
- Max-cap violations :: 0

** Pwr
- Cell area power density :: 370 nW/um2
- VDD IR max :: 0.0000766 V
- The final power report lists total power as 0.000289 W.
- Static power due to leakage :: 0.319 nW

** Placed design
- The placement report lists the number of port buffers as 11.
- Detail Placement HPWL :: 970 um
- Final weighted congestion in routability-driven placement :: 0.728

** Status
- The run finished with clean final reports.
worst paths after layout:
| path | startpoint | end | slack, ns | cells after the start |
|---|---|---|---|---|
| hold / removal | count[2] | count[2] | 0.51 | 2 |
| setup / recovery | dir | count[7] | 1.60 | 8 |
| setup reg to reg | count[4] | count[7] | 2.64 | 6 |
| hold reg to reg | count[2] | count[2] | 0.51 | 2 |
area by class of cell:
cell class                      instances  area share
Multi-Input combinational cell         53       0.505
Sequential cell                         8       0.205
Timing Repair Buffer                   11       0.141
Tap cell                               54      0.0865
Clock buffer                            3      0.0529
Inverter                                2     0.00962
report_power, final:
group	switching, W	internal, W	leakage (nW)
Sequential	0.0000103	0.0000844	0.0662
Combinational	0.0000467	0.0000581	0.231
Clock	0.0000301	0.0000594	0.0216
cell families after synthesis:
kind of cell	Yosys count	share of synthesized area
xor+xnor	5	0.0768
flops	8	0.281
buf+inv	4	0.0285
simple gates	23	0.197
compound gates	13	0.160
mux	5	0.0899
fa+ha+maj	7	0.167
worst reg2reg max path, stage by stage (launching register included):
cell	delay, ns
sky130_fd_sc_hd__dfxtp_1	0.32
sky130_fd_sc_hd__ha_1	0.36
sky130_fd_sc_hd__a21oi_2	0.20
sky130_fd_sc_hd__o21ai_1	0.10
sky130_fd_sc_hd__a21oi_2	0.12
sky130_fd_sc_hd__mux2i_1	0.21
sky130_fd_sc_hd__mux2_1	0.33
per-layer routing:
| metal | up-vias | global-route usage |
|---|---|---|
| li1 | 251 | - |
| met1 | 217 | 0.0428 |
| met2 | 7 | 0.0485 |
| met3 | 2 | 0.0101 |
| met4 | 0 | 0.00867 |
| met5 | - | 0 |
layout by cell type (no fill, tap or decap), types with 3 or more instances in the layout:
cell                              instances
sky130_fd_sc_hd__mux2i_1                  4
sky130_fd_sc_hd__dfxtp_1                  8
sky130_fd_sc_hd__clkbuf_8                 3
sky130_fd_sc_hd__xnor2_1                  3
sky130_fd_sc_hd__clkdlybuf4s50_1         11
sky130_fd_sc_hd__ha_1                     6
sky130_fd_sc_hd__nor2_1                   8
sky130_fd_sc_hd__nand2_1                  7
sky130_fd_sc_hd__a21oi_2                  4
stage by stage:
step | area, um2 | instances | utilization | hold WS (ns) | setup slack, ns
floorplan | 571 | 65 | - | 0.463 | 2.02
global placement | 739 | 128 | 0.159 | 0.496 | 1.40
detailed placement | 739 | 128 | 0.159 | 0.507 | 1.39
CTS | 781 | 131 | 0.168 | 0.514 | 1.62
global route | 781 | 131 | 0.168 | 0.547 | 1.50
finish | 781 | 131 | 0.168 | 0.511 | 1.60
Power is estimated from default activity; no workload was simulated.
