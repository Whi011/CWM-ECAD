`/design/flow/run.sh`:
```
#!/bin/bash
# OpenROAD 26Q1-2900-gdf79404cd8, Yosys 0.63+post, stock flow scripts
make -C /OpenROAD-flow-scripts/flow DESIGN_CONFIG=/design/flow/config.mk WORK_HOME=/design/flow/orfs finish
```
`/design/flow/config.mk`:
```
export PLATFORM = sky130hd
export DESIGN_NAME = multi
export DESIGN_NICKNAME = multi
export VERILOG_FILES = /design/flow/design.v
export SDC_FILE = /design/flow/constraint.sdc
export NUM_CORES = 4
export LEC_CHECK = 1
export CORE_AREA = 10 10 70 70
export DIE_AREA = 0 0 80 80
```
`/design/flow/constraint.sdc`:
```
current_design multi

set clk_period 1.8
set clk_io_pct 0.2

create_clock -name clk0 -period $clk_period [get_ports {clk}]

set non_clock_inputs [all_inputs -no_clocks]
set_input_delay [expr $clk_period * $clk_io_pct] -clock clk0 $non_clock_inputs
set_output_delay [expr $clk_period * $clk_io_pct] -clock clk0 [all_outputs]
```
`/design/flow/design.v`:
```
`timescale 1ns / 100ps
module dice(
  input clk,	 
  input rst,	 
  input button,	 
  output reg [2:0] throw	 
    );
  always @ (posedge clk)
  begin
  if (rst)
    begin
    throw<=0;
    end
  else
    begin
    if (button)
      begin
      throw<=(throw==3'b000)?3'b001:
             (throw==3'b001)?3'b010:
             (throw==3'b010)?3'b011:
             (throw==3'b011)?3'b100:
             (throw==3'b100)?3'b101:
             (throw==3'b101)?3'b110:
             (throw==3'b110)?3'b001:
             3'b001;
      end
    else
      begin
      throw<=(throw==3'b000)?3'b001:
             (throw==3'b111)?3'b001:
             throw;
      end
    end
  end
endmodule
`timescale 1ns / 100ps
module multi(
  input rst,
  input clk,
  input button,
  input sel,
  output wire [2:0] result
  );
  wire [2:0] throw;
  wire [2:0] light;
  traffic traffic (
    .clk (clk),
    .red (light[2]),
    .amb (light[1]),
    .gre (light[0])
    );
  dice dice (
    .clk (clk),
    .rst (rst),
    .button (button),
    .throw (throw)
    );
  assign result = (sel==0)?throw : light;
endmodule
`timescale 1ns / 100ps
module traffic(
  input clk,	 
  output reg red, 
  output reg amb, 
  output reg gre 
    );
  reg [2:0] state;
  initial begin
    state<=3'b000;
  end
  always @ (posedge clk)
  begin
    state<=(state==3'b100)?3'b110:
           (state==3'b110)?3'b001:
           (state==3'b001)?3'b010:
           (state==3'b010)?3'b100:
           3'b100;
    red<=state[2];
    amb<=state[1];
    gre<=state[0];
  end
endmodule
```
==> impl_metrics.ini <==
; implementation run metrics
[run_status]
status = completed

[route]
wl_per_cell_um = 7.11
first_iter_violations = 8
dr.pass1.iters = 4
diodes = 0
avgViaCountPerCell = 2.98
drc = 0
wl_um = 597
vias = 250
ant_nets = 0

[clock_tree]
clock-sinks = 9
path_clk_slew_ps = 60
cts_buffers = 3
post-cts-setup-buffer-count = 0
clockBufferDepth = 2
clock_latency_ps = 250
cts-root-buf = clkbuf_4
cts.hold.buffers_added = 0
ctsResizeCount = 1
cts_tree = built
cts.htree.levels = 1

[layout]
drive_gt1_share_pct = 15.8
syn_to_final_growth_pct = 43.0
fin_area_sq_um = 474
final_cell_mix = dfxtp_1 (9), clkdlybuf4s50_1 (5), mux2_1 (3), nor2_1 (3), clkbuf_4 (3)
fillers = 384
lay_top_count = dfxtp_1

[sta]
clock_skew_ps = 3.52
tightest_slew_ps = 248
hold_viol = 0
fmax_mhz = 582
layout_min_cycle_time_ps = 1720
finalClockPeriodUsage_pct = 95.4
slew_violations = 0
setup_violations = 0
relSlewSlack_pct = 83.4
rsz0062_at_grt = false

[global_route]
grt_overflow = 0
antenna_found_initial = 0
grtUsageTotal_pct = 1.98
grt_max_degree = 8
grt_pass1_wl_um = 952
grt_pass1_vias = 219

[worst_setup_path]
worstPathRequired_ps = 1440
end_kind = output pin
cpMaxStageDelayCell = clkdlybuf4s50_1
setup.worst_path.start = sel
path_class = in2out
path_cells = dlygate4sd2_1, mux2_1, clkdlybuf4s50_1
rr_startpoint = dice.throw[0]
max_stage_delay_ps = 410
start_kind = input pin
crit_fanout = 3
cp.arrival_ps = 1360

[power_and_ir_drop]
powerDensity_nw_per_um2 = 822
power_uw = 390
p_leak_nw = 0.168
clkPwrFrac_pct = 37.8
seqPwrFrac_pct = 54.1
swShare_pct = 20.7
vdd_drop_max_mv = 0.126
p_int_uw = 309
power_switching_uw = 80.7
comb_power_share_pct = 8.1

[placed_design]
dp_hpwl_um = 474
place_congestion = 0.634
placed_area_sq_um = 449
io_buffers = 6

[synthesis]
ys_cells = 28
syn_inst = 28
ys.flops = 9
syn_area_sq_um = 332
top_area_cell = dfxtp_1
syn_area_per_cell_sq_um = 11.8
yosysChipArea_sq_um = 332
yosysWarnings = 2
synth.top_cells.by_area = dfxtp_1 (54%), mux2_1 (10%), a221oi_2 (4.5%)
yosys.cell_types.count = 15
yosysTopAreaCellShare_pct = 54.3
synth_seq_share_pct = 54.3

[min_path]
timing.hold.worst.start = traffic.state[1]
hp-class = reg2reg

[floorplan]
io_pins = 7
fp_util_pct = 9.71
dieArea_sq_um = 6400
die_w_um = 80
num_rows = 21
core_area_sq_um = 3420
die_height_um = 80

[run]
warnings = 25
drv_cap = 0
-- final timing paths --
path	endpoint	slack, ps	cells after the start
setup / recovery	result[1]	80	3
hold / removal	traffic.amb	380	0
setup reg to reg	dice.throw[1]	920	2
hold reg to reg	traffic.amb	380	0
-- critical path: cells and delay by family --
family / cells / cell delay, ps
buffers and inverters: 2 / 660
multiplexers: 1 / 330
-- per-layer routing --
layer  track usage [%]  part of all wire (%)  vias to the layer above
met5                 0                     0                        -
li1                  -                     -                      122
met4             0.352                     0                        0
met2              2.33                    41                       12
met3              2.50                    17                        0
met1              2.15                    42                      116
-- cells in the mapped netlist (all sizes together) --
library cell and instances:
a21o 1, o22ai 1, or2 1, mux2 3, a21boi 1, xnor2 1, a211oi 1, a21oi 2
and3b 1, dfxtp 9, a221oi 1, nand4b 1, o21a 1, nand2b 1, nor2 3
-- power groups by stage --
stage / combinational [mW] / clock, mW / sequential [mW]
final: 0.0317 / 0.147 / 0.211
after global routing: 0.0353 / 0.167 / 0.211
after CTS: 0.0321 / 0.156 / 0.210
-- state kept, by name, summed over array words and instances (netlist names) --
| name | flops |
|---|---|
| traffic.gre | 1 |
| dice.throw | 3 |
| traffic.red | 1 |
| traffic.state | 3 |
| traffic.amb | 1 |
-- per-stage QoR --
stage / instances / util (%) / TNS (ps) / hold slack, ps / worst slack [ps]
3_3_place_gp: 80 / 13.2 / -543 / 370 / -182
6_report: 84 / 13.9 / 0 / 379 / 82.0
3_5_place_dp: 80 / 13.2 / -551 / 374 / -184
2_1_floorplan: 28 / - / 0 / 360 / 820
5_1_grt: 84 / 13.9 / 0 / 396 / 25.3
4_1_cts: 84 / 13.9 / 0 / 380 / 78.9
-- cell type report --
class | count | area [sq um] | area share [%]
flip-flops and latches | 9 | 180 | 38.0
multi-input cells | 19 | 151 | 31.9
repair buffers | 6 | 58.8 | 12.4
well taps | 46 | 57.6 | 12.1
clock buffers | 4 | 26.3 | 5.54
-- cells by family after synthesis --
logic type | after synthesis | share of synthesized area [%]
flops | 9 | 54.3
simple gates | 7 | 12.5
compound gates | 8 | 20.4
xor+xnor | 1 | 2.64
mux | 3 | 10.2
Power and IR drop assume default switching activity.
