File: ./config.mk
export PLATFORM = sky130hd
export DESIGN_NAME = lights
export DESIGN_NICKNAME = lights
export VERILOG_FILES = /design/flow/design.v
export SDC_FILE = /design/flow/constraint.sdc
export NUM_CORES = 4
export LEC_CHECK = 1
export CORE_AREA = 10 10 70 70
export DIE_AREA = 0 0 80 80
File: ./design.v
`timescale 1ns / 100ps
module lights(
  input clk,	 
  output reg red, 
  output reg amb, 
  output reg gre 
    );
  reg [2:0] state;
  initial begin
    state<=3'b000;
  end
  always @ (posedge clk)
    begin
    state<=(state==3'b100)?3'b110:
           (state==3'b110)?3'b001:
           (state==3'b001)?3'b010:
           (state==3'b010)?3'b100:
           3'b100;
    red<=state[2];
    amb<=state[1];
    gre<=state[0];
    end
endmodule
File: ./run.sh
#!/bin/bash
# OpenROAD 26Q1-2900-gdf79404cd8, Yosys 0.63+post, stock flow scripts
make -C /OpenROAD-flow-scripts/flow DESIGN_CONFIG=/design/flow/config.mk WORK_HOME=/design/flow/orfs finish
File: ./constraint.sdc
current_design lights

set clk_period 1.5
set clk_io_pct 0.2

create_clock -name clk0 -period $clk_period [get_ports {clk}]

set non_clock_inputs [all_inputs -no_clocks]
set_input_delay [expr $clk_period * $clk_io_pct] -clock clk0 $non_clock_inputs
set_output_delay [expr $clk_period * $clk_io_pct] -clock clk0 [all_outputs]
==> results.txt <==
fresh numbers from the pnr run: top cells, area=dfxtp_1 79%, and3b_1 5.7%, xnor2_1 5.7%, hold buffers post-CTS=0, largest net degree at the start of global routing=5, fp_density=between 4 and 5%, crit path cell chain=clkdlybuf4s50_1, row cnt=21, Via density=1.41, period utilisation layout=86.4%, port buffer count=3, Final Slew Violations=0, DR vias=~89, Late-Pin Clk Latency=roughly 0.24 ns, Reg2Reg Depth=2, Setup CP Type=register to output port, DR DRC count=0, postcts setup bufs=0, worst min-delay path class=register to register, CP Launch Type=register, worst r2r src=state[0], clock sink count=6, CTS root buffer=clkbuf_4, max incr delay on CP=0.46 ns, synthesized cell area=~150 µm², Post-Layout Cell Count=around 63, CTS tree=yes, RSZ-0062 raised after global routing=false, Yosys warnings=1, GP Congestion=roughly 0.58, Hold Path Depth=0, clk buf depth=2, Boundary Pins=4, Final Hold Viols=0, H-tree Lvls=1, Hold Path Origin=state[1], die height=roughly 80 µm, worst-margin pin slew=0.155 ns, Yosys chip area=between 150 and 200 µm², Worst Path Buf+Inv=1, final setup vio count=0, first-pass detailed-route iteration total=2, post-synthesis sequential area ratio=between 70% and 80%, R2R Path End=state[2], Antenna Nets Post-Route=0, Routed WL=between 200 and 300 µm, first-pass GRT wire length=about 410 µm, WL/cell=roughly 4.3 µm, R2R setup slack=between 0.7 and 0.8 ns, Req. time, crit path=between 1 and 1.5 ns, CP max FO=1, Num CTS Buffers=3, Max Cap Viol=0, Die X=about 80 µm, Fmax=around 770 MHz, grt ovf=0, FILL cells=397, Top-area cell share=between 70% and 80%, critical path endpoint category=output port, Slowest-stage cell, CP=clkdlybuf4s50_1, count of tool warnings=25, initial antenna violation count=0, Leak=0.0000827 µW, cells in synth_stat.txt=11, relative slew slack=between 80% and 90%, placed cell count=about 60, Flops after synth=6, Yosys cell types=5, Worst Path Arrival=1.00 ns, cells after synthesis=11, WHS Endpoint=amb, CTS resizes=0, share of layout cells above drive strength 1=between 10% and 20%, total die size=approximately 6400 µm², DRT iter0 DRCs=2, clk_skew=between 0.0015 and 0.002 ns, area growth from synthesis to layout=72.1%, crit path time final=about 1.3 ns, status=finished, final reports clean, Overall Global Routing Usage=between 1 and 1.5%, PD cells=roughly 1200 nW/µm², maximum VDD drop=about 0.15 mV, core area=3420 µm², setup TNS=0 ns, vias in the first global route=~110, clk slew on worst S/H paths=roughly 0.05 ns, antenna diode count=0, top cell type by total area after synthesis=dfxtp_1, Util after Layout=7.69%, Avg Cell Area, Syn=approximately 14 µm², Crit path max-delay family=buffers and inverters
-- registers in the layout (all words and copies together), names as in the netlist --
register and count:
gre 1, red 1, amb 1, state 3
-- cell usage in the layout (no fill, tap or decap) --
cell / n
nor3b_1: 1
dfxtp_1: 6
clkdlybuf4s50_1: 3
clkbuf_4: 3
nor2_1: 2
and3b_1: 1
xnor2_1: 1
-- metrics by stage --
step           total power (µW)  hold slack [ns]  cell area [µm²]  setup WS [ns]
3_5_place_dp                163            0.378              240          0.456
3_3_place_gp                163            0.367              240          0.458
2_1_floorplan               163            0.360              153          0.818
6_report                    308            0.382              263          0.204
4_1_cts                     316            0.383              263          0.187
5_1_grt                     326            0.397              263          0.160
-- how the worst max path moves through the flow --
stage     start   to  slack, ns  depth (start not counted)
4_1_cts     gre  gre       0.19                          1
5_1_grt     amb  amb       0.16                          1
6_report    gre  gre       0.20                          1
-- cell families after synthesis --
family,Yosys count,synth area share (%)
flops,6,78.7
simple gates,4,15.6
xor+xnor,1,5.74
-- where the power goes --
part           switching (µW)  internal, µW  total (µW)
sequential                  0           160         160
clock                    57.7          90.5         148
combinational               0             0   0.0000206
-- synthesized netlist by cell type, drive strengths merged --
cell type,instances
dfxtp,6
nor2,2
and3b,1
nor3b,1
xnor2,1
-- final cells by class --
type,count,area [µm²],area share (%)
sequential,6,120,45.7
tap,46,57.6,21.9
timing repair buffer,3,30.0,11.4
multi-input combinational,5,32.5,12.4
clock buffer,3,22.5,8.57
-- metal layers --
layer	GRT usage [%]	routed length, µm	vias up
met5	0	0	-
met4	0.352	0	0
met3	2.39	96	0
met2	0.963	65	6
met1	0.600	110	34
li1	-	-	49
No activity file was given, so power comes from the tool's default toggle rates.
